<file path="design/flow/design.v">
module character_tile_rom(
    input wire [9:0] x,
    input [9:0] y,      
    output reg [4:0] char_tile_y,    
    output reg [6:0] char_tile_x    
);
    always @(*)
        if (y < 10'd16)         char_tile_y =   5'd0;
        else if	(y < 10'd32)	char_tile_y =	5'd1;
        else if	(y < 10'd48)	char_tile_y =	5'd2;
        else if	(y < 10'd64)	char_tile_y =	5'd3;
        else if	(y < 10'd80)	char_tile_y =	5'd4;
        else if	(y < 10'd96)	char_tile_y =	5'd5;
        else if	(y < 10'd112)	char_tile_y =	5'd6;
        else if	(y < 10'd128)	char_tile_y =	5'd7;
        else if	(y < 10'd144)	char_tile_y =	5'd8;
        else if	(y < 10'd160)	char_tile_y =	5'd9;
        else if	(y < 10'd176)	char_tile_y =	5'd10;
        else if	(y < 10'd192)	char_tile_y =	5'd11;
        else if	(y < 10'd208)	char_tile_y =	5'd12;
        else if	(y < 10'd224)	char_tile_y =	5'd13;
        else if	(y < 10'd240)	char_tile_y =	5'd14;
        else if	(y < 10'd256)	char_tile_y =	5'd15;
        else if	(y < 10'd272)	char_tile_y =	5'd16;
        else if	(y < 10'd288)	char_tile_y =	5'd17;
        else if	(y < 10'd304)	char_tile_y =	5'd18;
        else if	(y < 10'd320)	char_tile_y =	5'd19;
        else if	(y < 10'd336)	char_tile_y =	5'd20;
        else if	(y < 10'd352)	char_tile_y =	5'd21;
        else if	(y < 10'd368)	char_tile_y =	5'd22;
        else if	(y < 10'd384)	char_tile_y =	5'd23;
        else if	(y < 10'd400)	char_tile_y =	5'd24;
        else if	(y < 10'd416)	char_tile_y =	5'd25;
        else if	(y < 10'd432)	char_tile_y =	5'd26;
        else if	(y < 10'd448)	char_tile_y =	5'd27;
        else if	(y < 10'd464)	char_tile_y =	5'd28;
        else if	(y < 10'd480)	char_tile_y =	5'd29;
        else                    char_tile_y =   5'd0;
        always @(*)
            if (x < 10'd8)          char_tile_x =   7'd0;
            else if	(x < 10'd16)	char_tile_x = 	7'd1;
            else if	(x < 10'd24)	char_tile_x = 	7'd2;
            else if	(x < 10'd32)	char_tile_x = 	7'd3;
            else if	(x < 10'd40)	char_tile_x = 	7'd4;
            else if	(x < 10'd48)	char_tile_x = 	7'd5;
            else if	(x < 10'd56)	char_tile_x = 	7'd6;
            else if	(x < 10'd64)	char_tile_x = 	7'd7;
            else if	(x < 10'd72)	char_tile_x = 	7'd8;
            else if	(x < 10'd80)	char_tile_x = 	7'd9;
            else if	(x < 10'd88)	char_tile_x = 	7'd10;
            else if	(x < 10'd96)	char_tile_x = 	7'd11;
            else if	(x < 10'd104)	char_tile_x = 	7'd12;
            else if	(x < 10'd112)	char_tile_x = 	7'd13;
            else if	(x < 10'd120)	char_tile_x = 	7'd14;
            else if	(x < 10'd128)	char_tile_x = 	7'd15;
            else if	(x < 10'd136)	char_tile_x = 	7'd16;
            else if	(x < 10'd144)	char_tile_x = 	7'd17;
            else if	(x < 10'd152)	char_tile_x = 	7'd18;
            else if	(x < 10'd160)	char_tile_x = 	7'd19;
            else if	(x < 10'd168)	char_tile_x = 	7'd20;
            else if	(x < 10'd176)	char_tile_x = 	7'd21;
            else if	(x < 10'd184)	char_tile_x = 	7'd22;
            else if	(x < 10'd192)	char_tile_x = 	7'd23;
            else if	(x < 10'd200)	char_tile_x = 	7'd24;
            else if	(x < 10'd208)	char_tile_x = 	7'd25;
            else if	(x < 10'd216)	char_tile_x = 	7'd26;
            else if	(x < 10'd224)	char_tile_x = 	7'd27;
            else if	(x < 10'd232)	char_tile_x = 	7'd28;
            else if	(x < 10'd240)	char_tile_x = 	7'd29;
            else if	(x < 10'd248)	char_tile_x = 	7'd30;
            else if	(x < 10'd256)	char_tile_x = 	7'd31;
            else if	(x < 10'd264)	char_tile_x = 	7'd32;
            else if	(x < 10'd272)	char_tile_x = 	7'd33;
            else if	(x < 10'd280)	char_tile_x = 	7'd34;
            else if	(x < 10'd288)	char_tile_x = 	7'd35;
            else if	(x < 10'd296)	char_tile_x = 	7'd36;
            else if	(x < 10'd304)	char_tile_x = 	7'd37;
            else if	(x < 10'd312)	char_tile_x = 	7'd38;
            else if	(x < 10'd320)	char_tile_x = 	7'd39;
            else if	(x < 10'd328)	char_tile_x = 	7'd40;
            else if	(x < 10'd336)	char_tile_x = 	7'd41;
            else if	(x < 10'd344)	char_tile_x = 	7'd42;
            else if	(x < 10'd352)	char_tile_x = 	7'd43;
            else if	(x < 10'd360)	char_tile_x = 	7'd44;
            else if	(x < 10'd368)	char_tile_x = 	7'd45;
            else if	(x < 10'd376)	char_tile_x = 	7'd46;
            else if	(x < 10'd384)	char_tile_x = 	7'd47;
            else if	(x < 10'd392)	char_tile_x = 	7'd48;
            else if	(x < 10'd400)	char_tile_x = 	7'd49;
            else if	(x < 10'd408)	char_tile_x = 	7'd50;
            else if	(x < 10'd416)	char_tile_x = 	7'd51;
            else if	(x < 10'd424)	char_tile_x = 	7'd52;
            else if	(x < 10'd432)	char_tile_x = 	7'd53;
            else if	(x < 10'd440)	char_tile_x = 	7'd54;
            else if	(x < 10'd448)	char_tile_x = 	7'd55;
            else if	(x < 10'd456)	char_tile_x = 	7'd56;
            else if	(x < 10'd464)	char_tile_x = 	7'd57;
            else if	(x < 10'd472)	char_tile_x = 	7'd58;
            else if	(x < 10'd480)	char_tile_x = 	7'd59;
            else if	(x < 10'd488)	char_tile_x = 	7'd60;
            else if	(x < 10'd496)	char_tile_x = 	7'd61;
            else if	(x < 10'd504)	char_tile_x = 	7'd62;
            else if	(x < 10'd512)	char_tile_x = 	7'd63;
            else if	(x < 10'd520)	char_tile_x = 	7'd64;
            else if	(x < 10'd528)	char_tile_x = 	7'd65;
            else if	(x < 10'd536)	char_tile_x = 	7'd66;
            else if	(x < 10'd544)	char_tile_x = 	7'd67;
            else if	(x < 10'd552)	char_tile_x = 	7'd68;
            else if	(x < 10'd560)	char_tile_x = 	7'd69;
            else if	(x < 10'd568)	char_tile_x = 	7'd70;
            else if	(x < 10'd576)	char_tile_x = 	7'd71;
            else if	(x < 10'd584)	char_tile_x = 	7'd72;
            else if	(x < 10'd592)	char_tile_x = 	7'd73;
            else if	(x < 10'd600)	char_tile_x = 	7'd74;
            else if	(x < 10'd608)	char_tile_x = 	7'd75;
            else if	(x < 10'd616)	char_tile_x = 	7'd76;
            else if	(x < 10'd624)	char_tile_x = 	7'd77;
            else if	(x < 10'd632)	char_tile_x = 	7'd78;
            else if	(x < 10'd640)	char_tile_x = 	7'd79;
            else                    char_tile_x =   7'd0;
endmodule
</file>
<file path="design/flow/run.sh">
#!/bin/bash
# OpenROAD 26Q1-2900-gdf79404cd8, Yosys 0.63+post, stock flow scripts
make -C /OpenROAD-flow-scripts/flow DESIGN_CONFIG=/design/flow/config.mk WORK_HOME=/design/flow/orfs finish
</file>
<file path="design/flow/constraint.sdc">
current_design character_tile_rom

set clk_period 1.6
set clk_io_pct 0.2

create_clock -name clk0 -period $clk_period

set non_clock_inputs [all_inputs -no_clocks]
set_input_delay [expr $clk_period * $clk_io_pct] -clock clk0 $non_clock_inputs
set_output_delay [expr $clk_period * $clk_io_pct] -clock clk0 [all_outputs]
</file>
<file path="design/flow/config.mk">
export PLATFORM = sky130hd
export DESIGN_NAME = character_tile_rom
export DESIGN_NICKNAME = character_tile_rom
export VERILOG_FILES = /design/flow/design.v
export SDC_FILE = /design/flow/constraint.sdc
export NUM_CORES = 4
export LEC_CHECK = 1
export CORE_AREA = 10 10 70 70
export DIE_AREA = 0 0 80 80
</file>
==> run_results.csv <==
group,metric,value,unit
synthesis,postSynthSeqShare,0,%
hold_path,hp-start,"x[7]",
synthesis,top_area_cell,"a311oi_1",
cells_and_area,lay_top_count,"dlygate4sd2_1",
cells_and_area,syn_to_final_growth,172,%
cells_and_area,utilization,19.0,%
critical_path,slowest_stage,"a211oi_2",
hold_path,hold_end,"char_tile_x[6]",
floorplan,fp_util,7.00,%
clock_tree,cts_hold_buf,0,
run,warnings,41,
hold_path,hp-class,"input port to primary output",
synthesis,synth_cells,36,
critical_path,max_stage_delay,0.21,ns
global_route,antenna_found_initial,0,
drt,wl,1170,microns
sta,fmax,647,MHz
placement,place_ws,-0.809,ns
critical_path,critPathArrivalTime,1.23,ns
synthesis,logic_family,"AND-OR/OR-AND gates",
critical_path,critPathLaunchType,"input port",
floorplan,die_x,80,microns
critical_path,path_cells,"buf_2 -> buf_6 -> a21o_2 -> a211oi_2 -> a2bb2oi_1 -> buf_2",
placement,port_buffers,25,
drt,met3_length,118,microns
drt,first_iter_violations,23,
synthesis,ys_types,20,
power,leakagePower,0.320,nW
placement,place_congestion,0.812,
drt,drt_pre_antenna_iters,4,
critical_path,crit_path_max_fanout,4,
synthesis,ys_warn_count,1,
sta,setup_ws,0.0538,ns
global_route,grtUsageTotal,3.28,%
drt,route.antenna.diode_count,0,
drt,ant_nets,0,
floorplan,row_count,21,
global_route,grt_pass1_wl,1830,microns
cells_and_area,drive_above_1_share,40.0,%
cells_and_area,n_clock_buffer,0,
synthesis,ys_sh_simple,42.9,%
floorplan,ioPinCount,32,
sta,slew_headroom,85.6,%
status,status,"finished, final reports clean",
synthesis,ys_cells,36,
synthesis,syn_area,239,sq um
sta,finalHoldViolCount,0,
placement,dpl.hpwl,943,microns
sta,tightest_slew,0.215,ns
synthesis,muxShareOfSynthArea,4.19,%
cells_and_area,seq_cells,0,
drt,route.met2.wl,552,microns
sta,min_period,1.55,ns
floorplan,fp.dieH,80,microns
run,maxCapViolations,0,
cells_and_area,seqCellArea,0,sq um
drt,wire_per_inst,10.1,microns
synthesis,synth_chip_area,239,sq um
critical_path,path_class,"input port to primary output",
floorplan,core_area,0.00342,sq mm
drt,avgViaCountPerCell,3.61,
global_route,grt_max_degree,7,
global_route,gr-total-overflow,0,
power,power_density,208,mW/mm^2
hold_path,hold_depth,4,
sta,fin_hold_ws,1.01,ns
synthesis,top_area_share,14.7,%
synthesis,topCellsByArea,"a311oi_1 15%, o21ai_0 8.4%, and2_1 7.9%",
sta,rsz0062_at_grt,"yes",
sta,drv_slew,0,
critical_path,path_common_cell,"buf_2",
synthesis,syn_avg_cell_area,6.64,sq um
drt,vias,419,
floorplan,die-area,0.00640,sq mm
synthesis,aoi_share,45.0,%
critical_path,crit_required,1.28,ns
drt,drt-met1-wl,500,microns
drt,drc,0,
synthesis,ys_sh_xor,0,%
drt,highest_layer,"met3",
global_route,grt_pass1_vias,410,
synthesis,synth_adder_area_share,0,%
critical_path,end_kind,"primary output",
sta,setup_viol,0,
power,peakVddDrop,0.0551,mV
sta,fin_crit_sh,96.6,%
cells_and_area,lay_top_cells,"12 x dlygate4sd2_1, 7 x buf_4, 6 x buf_6, 5 x inv_1",
==> per-stage QoR <==
stage	total power, mW	setup TNS (ns)	instances	area (sq um)
detailed placement	0.135	-5.62	115	607
global placement	0.135	-5.52	115	607
finish	0.136	0	116	651
global route	0.149	-0.0162	116	651
CTS	0.135	-0.209	116	652
floorplan	0.0301	0	36	239
==> cells in the mapped netlist <==
cell type / count
a211oi_1: 1
a21o_1: 1
a21o_2: 2
a2bb2oi_1: 1
a311oi_1: 4
a31oi_1: 1
and2_1: 3
and2b_2: 2
and3b_1: 1
inv_1: 5
mux2i_1: 1
nand2_1: 2
nand3_1: 1
nand3b_1: 1
nand4_1: 1
nor3_1: 2
nor3b_2: 1
nor4b_1: 1
o21ai_0: 4
o21ai_1: 1
==> worst max-delay path by stage <==
stage                 startpoint  slack [ns]             end  cells after the start
final                       x[9]        0.05  char_tile_x[0]                      6
after global routing        x[8]       -0.02  char_tile_x[0]                      6
after CTS                   x[3]       -0.21  char_tile_x[0]                      7
==> critical path: cells and delay by family <==
family                 cells  cell delay (ns)
AND-OR/OR-AND              3             0.56
buffers and inverters      3             0.35
==> power breakdown <==
| part | total, mW | switching [mW] | leakage [nW] | internal, mW |
|---|---|---|---|---|
| clock | 0 | 0 | 0 | 0 |
| sequential | 0 | 0 | 0 | 0 |
| combinational | 0.136 | 0.0545 | 0.320 | 0.0811 |
==> cells by family (layout without fill, tap and decap cells) <==
| kind of cell | count (synthesis) | after routing |
|---|---|---|
| AND-OR/OR-AND | 15 | 15 |
| buffers and inverters | 5 | 39 |
| multiplexers | 1 | 1 |
| AND/OR/NAND/NOR | 15 | 15 |
==> routing by layer <==
metal	vias to the layer above	track usage [%]
met4	0	0
met5	-	0
met3	0	1.14
met2	17	5.62
met1	194	4.09
li1	208	-
==> layout make-up <==
type	count	area, sq um
fill	387	2770
timing repair buffer	34	299
tap	46	57.6
inverter	5	18.8
multi-input combinational	31	275
==> what timing repair did <==
action | CTS | global route
buffers inserted | 1 | 0
endpoints found under the setup margin | 12 | 2
cloned | 0 | 0
pin swaps | 9 | 2
resized | 55 | 19
No activity file was given, so power comes from the tool's default toggle rates.
