`flow/run.sh`:
```
#!/bin/bash
# OpenROAD 26Q1-2900-gdf79404cd8, Yosys 0.63+post, stock flow scripts
make -C /OpenROAD-flow-scripts/flow DESIGN_CONFIG=/design/flow/config.mk WORK_HOME=/design/flow/orfs finish
```
`flow/config.mk`:
```
export PLATFORM = sky130hd
export DESIGN_NAME = bin2bcd
export DESIGN_NICKNAME = bin2bcd
export VERILOG_FILES = /design/flow/design.v
export SDC_FILE = /design/flow/constraint.sdc
export NUM_CORES = 4
export LEC_CHECK = 1
export CORE_AREA = 10 10 105 105
export DIE_AREA = 0 0 115 115
```
`flow/constraint.sdc`:
```
current_design bin2bcd

set clk_period 17.0
set clk_io_pct 0.2

create_clock -name clk0 -period $clk_period

set non_clock_inputs [all_inputs -no_clocks]
set_input_delay [expr $clk_period * $clk_io_pct] -clock clk0 $non_clock_inputs
set_output_delay [expr $clk_period * $clk_io_pct] -clock clk0 [all_outputs]
```
`flow/design.v`:
```
 module bin2bcd(
    bin,
     bcd
    );
    input [11:0] bin;
    output [11:0] bcd;
    reg [11:0] bcd;
    reg [3:0] i;
     always @(bin)
        begin
            bcd = 0;
            for (i = 0; i < 12; i = i+1)
            begin
                bcd = {bcd[10:0],bin[11-i]};
                if(i < 11 && bcd[3:0] > 4) 
                    bcd[3:0] = bcd[3:0] + 3;
                if(i < 11 && bcd[7:4] > 4)
                    bcd[7:4] = bcd[7:4] + 3;
                if(i < 11 && bcd[11:8] > 4)
                    bcd[11:8] = bcd[11:8] + 3;  
            end
        end     
endmodule
```
==> run summary <==
fresh numbers from the pnr run: Slew @ Worst Pin=934 ps, Remaining DRCs=0, antenna violations before repair=0, CP max-delay cell=clkdlybuf4s50_1, antenna viol nets, final=0, IO Port Bufs=22, post-DP HPWL=5300 um, P_sw=156 uW, logic gate share of total power=100.0%, Netlist Area Pre-Place=2760 um^2, final WL=6850 um, hold-fix buffer count after cts=0, GRT Total Usage=10.1%, Unique cell types=96, Int Pwr=153 uW, setup_tns=0 ps, Worst Hold Class=primary input to output port, first-iteration detailed-routing DRC count=184, RSZ-0062 raised after global routing=no, Crit path required time=13,600 ps, CP max stage delay=710 ps, Clk pwr share=0%, PD cells=105 nW/um^2, Cell Area, Placed=2940 um^2, final core occ=33.5%, flop count=0, chip area line of the yosys report=2760 um^2, Post-synth seq share=0%, yosys warns=1, pin count of the biggest net entering global routing=20, Fin. Hold Viols=0, core area=8760 um^2, Largest delay share family, worst path=simple AND/OR/NAND/NOR gates, Synth area leaders=ha_1 5.4%, nor2_1 5.3%, xnor2_1 4.4%, P&R area growth vs syn=6.44%, min Tclk post-route=14,070 ps, via/cell ratio=5.90, # Max-Cap Violations=0, top-area cell type share of the netlist area=5.44%, post-synthesis cell type with the largest combined area=ha_1, status=complete, no violations, DIE AREA=13,200 um^2, post-CTS sizing=0, # rows=34, Final Max Tran Viols=0, Setup crit start kind=primary input, Setup crit end kind=output port, Critical Path AT=10,670 ps, Pwr Total=309 uW, crit path kind=primary input to output port, Max Clock Freq=0.0711 GHz, die width=115 um, most frequent cells in the layout=39 x nor2_1, 30 x nand2_1, 22 x clkdlybuf4s50_1, 19 x a21oi_1, routability cong.=0.880, yosys cell count=406, Sw Share=50.5%, fp util=31.5%, clock buffer count=0, first-pass GRT wire length=12,000 um, Vias=2,967, fin area=2940 um^2, layout cells sized above 1=8.86%, fin crit share=82.8%, syn avg cell area=6.80 um^2, Seq. cell area=0 um^2, Seq pwr share=0%, WL/cell=13.6 um, worst vdd ir=0.0295 mV, setup bufs post-CTS=0, dominant logic cell type in the layout=nor2_1, Final Setup Violations=0, hold slack=6800 ps, Gate Count Post-Synth=406, vias in the first global route=2,554, crit-path max FO=11, die height=115 um, I/O pin cnt=24, Crit path buffers/inverters=6, 1st-pass router iterations=4, # diodes=0, grt total ovfl=0, leakage=1.04 nW, tally of OpenROAD warnings=39, Slew headroom=37.7%
[path summary, 6_finish.rpt]
path | from | to | cells after the start
setup / recovery | bin[9] | bcd[5] | 28
hold / removal | bin[0] | bcd[0] | 0
[power groups by stage]
| stage | logic, mW | clock network, mW | registers [mW] |
|---|---|---|---|
| CTS | 0.313 | 0 | 0 |
| global route | 0.349 | 0 | 0 |
| finish | 0.309 | 0 | 0 |
[cells by family (layout without fill, tap and decap cells)]
kind of cell | Yosys count | after routing | synth area share (%)
buffers and inverters | 52 | 41 | 9.02
AND/OR/NAND/NOR | 170 | 170 | 33.8
adder cells (fa/ha/maj) | 13 | 13 | 5.80
AND-OR/OR-AND | 145 | 145 | 41.5
XOR/XNOR | 18 | 18 | 6.67
multiplexers | 8 | 8 | 3.13
[Yosys cell counts (3+ instances only)]
library cell / n
nor2_1: 39
nand2_1: 30
a21oi_1: 19
inv_1: 17
nand3_1: 17
clkbuf_1: 16
o21ai_0: 14
xnor2_1: 14
ha_1: 12
nor3_1: 12
nand2b_1: 11
a31oi_1: 9
a211oi_1: 8
and3_1: 8
nand4_1: 8
o211ai_1: 8
o31ai_1: 7
buf_2: 6
nor4_1: 6
a211o_1: 5
and2_1: 5
buf_6: 5
mux2_2: 5
o22ai_1: 5
a21boi_0: 4
a221oi_1: 4
o21ai_1: 4
o221ai_1: 4
or3_1: 4
a22oi_1: 3
a2bb2oi_1: 3
buf_1: 3
mux2i_1: 3
nor3b_1: 3
o211a_1: 3
or2_2: 3
[layout make-up]
type / count / area, um^2
Inverter: 19 / 71.3
Multi-Input combinational cell: 354 / 2510
Timing Repair Buffer: 22 / 220
Fill cell: 926 / 5830
Tap cell: 108 / 135
[metrics by stage]
stage          cells  worst slack [ps]
3_3_place_gp     503              3130
5_1_grt          503              2090
6_report         503              2930
4_1_cts          503              2920
3_5_place_dp     503              2920
2_1_floorplan    406              4990
[layer usage]
metal | global-route usage, % | vias to the layer above | part of all wire, %
met2 | 16.2 | 58 | 46
met5 | 0 | - | 0
li1 | - | 1545 | -
met3 | 0.264 | 6 | 3.2
met4 | 0.825 | 0 | 0.76
met1 | 15.2 | 1358 | 50
No activity file was given, so power comes from the tool's default toggle rates.
