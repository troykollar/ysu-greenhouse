--- design/flow/run.sh ---
#!/bin/bash
# OpenROAD 26Q1-2900-gdf79404cd8, Yosys 0.63+post, stock flow scripts
make -C /OpenROAD-flow-scripts/flow DESIGN_CONFIG=/design/flow/config.mk WORK_HOME=/design/flow/orfs finish
--- design/flow/config.mk ---
export PLATFORM = sky130hd
export DESIGN_NAME = switch_indicator_group
export DESIGN_NICKNAME = switch_indicator_group
export VERILOG_FILES = /design/flow/design.v
export SDC_FILE = /design/flow/constraint.sdc
export NUM_CORES = 4
export LEC_CHECK = 1
export CORE_AREA = 10 10 83 83
export DIE_AREA = 0 0 93 93
--- design/flow/constraint.sdc ---
current_design switch_indicator_group

set clk_period 5.2
set clk_io_pct 0.2

create_clock -name clk0 -period $clk_period

set non_clock_inputs [all_inputs -no_clocks]
set_input_delay [expr $clk_period * $clk_io_pct] -clock clk0 $non_clock_inputs
set_output_delay [expr $clk_period * $clk_io_pct] -clock clk0 [all_outputs]
--- design/flow/design.v ---
module rectangle_display #(
        parameter x1 = 320,   
        parameter x2 = 325,   
        parameter y1 = 100,   
        parameter y2 = 105,   
        parameter display_width = 640,     
        parameter display_height = 480     
    )
    (
        input wire [9:0] x,  
        input wire [9:0] y,  
        output reg on_rectangle
    );
    always @(*)
        if ((y >= y1) && (y <= y2) && (x >= x1) && (x <= x2))
            on_rectangle = 1;
        else    on_rectangle = 0;
endmodule
module switch_indicator #(
    parameter x1 = 0,
    parameter y1 = 0
)
(
    input wire status,
    input wire [9:0] x,
    input wire [9:0] y,
    output wire on_switch_indicator
);
    parameter width = 5;
    parameter height = 20;
    wire on_topline;
    rectangle_display #(.x1(x1), .x2(x1 + width), .y1(y1), .y2(y1)) topline(
        .x(x),
        .y(y),
        .on_rectangle(on_topline)
    );
    wire on_botline;
    rectangle_display #(.x1(x1), .x2(x1 + width), .y1(y1 + height), .y2(y1 + height)) botline(
        .x(x),
        .y(y),
        .on_rectangle(on_botline)
    );
    wire on_leftline;
    rectangle_display #(.x1(x1), .x2(x1), .y1(y1), .y2(y1 + height)) leftline(
        .x(x),
        .y(y),
        .on_rectangle(on_leftline)
    );
    wire on_rightline;
    rectangle_display #(.x1(x1 + width), .x2(x1 + width), .y1(y1), .y2(y1 + height)) rightline(
        .x(x),
        .y(y),
        .on_rectangle(on_rightline)
    );
    wire on_status1;
    rectangle_display #(.x1(x1), .x2(x1 + width), .y1(y1), .y2(y1 + (height/2))) status1(
        .x(x),
        .y(y),
        .on_rectangle(on_status1)
    );
    wire on_status0;
    rectangle_display #(.x1(x1), .x2(x1 + width), .y1(y1 + (height/2)), .y2(y1 + height)) status0(
        .x(x),
        .y(y),
        .on_rectangle(on_status0)
    );
    wire on_active_status1;
    assign on_active_status1 = (status && on_status1);
    wire on_active_status0;
    assign on_active_status0 = (!status && on_status0);
    assign on_switch_indicator = on_active_status0 || on_active_status1 || on_topline || on_botline || on_rightline || on_leftline;
endmodule
module switch_indicator_group #(
    parameter x1 = 0,
    parameter y1 = 0
)
(
    input wire [0:9] status,
    input wire [9:0] x,
    input wire [9:0] y,
    output wire on_switch_indicator_group
);
    parameter spacing = 20;
    wire [9:0] on_switch;
    genvar i;
    generate
        for (i = 0; i <= 9; i = i+1) begin : switch_indicator_loop
            switch_indicator #(.x1(x1 + (spacing * i)), .y1(y1)) switch (
                .status(status[i]),
                .x(x),
                .y(y),
                .on_switch_indicator(on_switch[i])
            );
        end
    endgenerate
    assign on_switch_indicator_group = |on_switch;
endmodule
==> results.cfg <==
; implementation run metrics
[status]
outcome = finished clean

[final_timing]
tns_ps = 0
fmax_mhz = 209
worstMarginPinSlew_ps = 589
relSlewSlack_pct = 60.6
setup_viol = 0
period_used_pct = 92.1
final_max_slew_viol_count = 0
rsz0062_at_grt = no
period_needed_ps = 4790
timing_hold_violations_final = 0

[place]
globalplace.congestion = 0.976
hpwl_um = 3020
io_buffer_count = 31

[floorplan]
rows = 26
chip_area_sq_mm = 0.00865
die_h_um = 93
initCoreUtil_pct = 25.7
ioPinCount = 31
die_w_um = 93
core-area_sq_mm = 0.00514

[clock_network]
hold_buffers = 0
cts_resized = 0
post_cts_buffers = 0

[job]
warning_count = 32
max_cap_violations = 0

[global_route]
grt_usage_pct = 8.69
grt_pass1_vias = 1351
overflow = 0
antenna_found_initial = 0
grt_max_degree = 35
grt_pass1_wl_um = 6630

[setup_path]
cp_data_arrival_time_ps = 3750
crit_path_end = on_switch_indicator_group
cp_common_cell = clkdlybuf4s50_1
slowest_stage = clkdlybuf4s50_1
startpoint = y[1]
cp_slowest_stage_delay_ps = 840
critPathKind = input port to primary output
path_cells = clkdlybuf4s50_1 -> a21oi_2 -> a22oi_1 -> o221ai_1 -> a32oi_1 -> nand3_1 -> or4_1 -> clkdlybuf4s50_1
startpoint_type = input port
crit_fanout = 15
cp-end-kind = primary output
cp_data_required_time_ps = 4160

[hold_path]
hold_class = input port to primary output
worst_hold_startpoint = x[1]

[yosys]
synthDistinctLibCells = 48
ys_cells = 191
netlist_instances = 191
yosys.stat.seqShare_pct = 0
netlist_area_sq_mm = 0.00132
syn_avg_cell_area_sq_um = 6.92
yosysWarnings = 60
yosys_area_sq_mm = 0.00132

[cells_and_area]
mi_logic_area_sq_mm = 0.00117
flop_area_sq_um = 0
area_growth_pct = 21.9
n_sequential_cell = 0
clock_buffers = 0
fillers = 598
drive_gt1_share_pct = 6.31

[route]
wl_per_cell_um = 14.1
avgViaCountPerCell = 5.45
antenna_left = 0
drt-pass1-iter-count = 4
drt_iter0_markers = 185
vias = 1504
antenna_cells = 0
drc = 0
finalWirelength_um = 3880

[pwr]
power_density_mw_per_mm2 = 66.4
p_leak_nw = 0.518
total_power_mw = 0.107
ir_worst_vdd_v = 0.0000194
==> cells in the mapped netlist, drive strengths merged <==
cell type	instances	area, sq um
nor4bb	3	30.0
or4	3	22.5
a32oi	2	17.5
nor3b	10	75.1
nand3	6	30.0
a21o	1	7.51
o221ai	9	78.8
a211oi	2	15.0
mux2i	10	100
nand2b	5	31.3
o2111ai	1	8.76
o21bai	2	26.3
xor2	2	17.5
o211ai	1	7.51
or2	1	6.26
or3b	1	8.76
nor2	20	75.1
clkbuf	1	3.75
nand4	6	37.5
a41oi	1	8.76
a311o	1	10.0
a22oi	10	80.1
nor4	3	18.8
nor3	4	20.0
a21oi	4	23.8
a2111oi	1	8.76
a31o	1	8.76
nand3b	3	22.5
o21a	1	7.51
or4b	1	10.0
nor2b	14	103
and4b	3	30.0
nand4b	2	17.5
o22ai	1	6.26
nor4b	5	58.8
and3	1	6.26
buf	21	150
and3b	1	8.76
o21ai	17	85.1
nand2	10	37.5
==> logic make-up (layout without fill, tap and decap cells) <==
family                 after synthesis  count (layout)  synth area share [%]
XOR/XNOR                             2               2                  1.33
multiplexers                        10              10                  7.58
AND/OR/NAND/NOR                    102             102                  49.1
AND-OR/OR-AND                       55              55                  30.3
buffers and inverters               22              37                  11.6
==> through the flow <==
| step | std cells | area [sq um] | util [%] | setup WS (ps) | hold slack [ps] |
|---|---|---|---|---|---|
| 6_report | 276 | 1610 | 31.3 | 411 | 3470 |
| 5_1_grt | 276 | 1610 | 31.3 | 128 | 3570 |
| 4_1_cts | 276 | 1610 | 31.3 | 395 | 3480 |
| 3_5_place_dp | 276 | 1610 | 31.3 | 401 | 3480 |
| 3_3_place_gp | 276 | 1610 | 31.3 | 411 | 3560 |
| 2_1_floorplan | 191 | 1320 | - | 1790 | 2350 |
==> layout make-up <==
| class | count | share of cell area, % |
|---|---|---|
| repair buffers | 37 | 22.1 |
| well taps | 70 | 5.44 |
| multi-input cells | 169 | 72.5 |
==> metal layers <==
layer	up-vias	GRT usage, %	part of all wire (%)
met5	-	0	0
met4	0	0.771	0.72
met3	4	0.646	5.1
met2	43	14.3	49
met1	678	12.5	46
li1	779	-	-
==> worst min path at each step <==
stage / end / slack (ps) / cells after the start
4_1_cts: on_switch_indicator_group / 3480 / 4
5_1_grt: on_switch_indicator_group / 3570 / 4
6_report: on_switch_indicator_group / 3470 / 4
==> power breakdown <==
group	switching, mW	total, mW	internal, mW
clock	0	0	0
combinational	0.0547	0.107	0.0522
sequential	0	0	0
==> placed cells by master, fill, tap and decap left out, drive strengths merged <==
| master | netlist | routed |
|---|---|---|
| xor2 | 2 | 2 |
| or3b | 1 | 1 |
| a2111oi | 1 | 1 |
| nor4 | 3 | 3 |
| o211ai | 1 | 1 |
| nor2 | 20 | 20 |
| or4 | 3 | 3 |
| o21ai | 17 | 17 |
| a41oi | 1 | 1 |
| a31o | 1 | 1 |
| o21bai | 2 | 2 |
| mux2i | 10 | 10 |
| o2111ai | 1 | 1 |
| nor4bb | 3 | 3 |
| nor3 | 4 | 4 |
| o221ai | 9 | 9 |
| clkdlybuf4s50 | 0 | 31 |
| nand2b | 5 | 5 |
| nand3 | 6 | 6 |
| nor4b | 5 | 5 |
| a32oi | 2 | 2 |
| a311o | 1 | 1 |
| a211oi | 2 | 2 |
| o21a | 1 | 1 |
| a22oi | 10 | 10 |
| nand2 | 10 | 10 |
| nor3b | 10 | 10 |
| nor2b | 14 | 14 |
| a21o | 1 | 1 |
| or4b | 1 | 1 |
| and4b | 3 | 3 |
| buf | 21 | 6 |
| nand4b | 2 | 2 |
| nand4 | 6 | 6 |
| o22ai | 1 | 1 |
| and3 | 1 | 1 |
| and3b | 1 | 1 |
| a21oi | 4 | 4 |
| nand3b | 3 | 3 |
| or2 | 1 | 1 |
==> critical path: cells and delay by family <==
kind,cells,cell delay (ps)
AOI/OAI and AO/OA,4,850
buffers and inverters,2,1280
and+or+nand+nor,2,590
Power is estimated from default activity; no workload was simulated.
